File: run.sh
#!/bin/bash
# OpenROAD 26Q1-2900-gdf79404cd8, Yosys 0.63+post, stock flow scripts
make -C /OpenROAD-flow-scripts/flow DESIGN_CONFIG=/design/flow/config.mk WORK_HOME=/design/flow/orfs finish
File: config.mk
export PLATFORM = sky130hd
export DESIGN_NAME = DSP
export DESIGN_NICKNAME = DSP
export VERILOG_FILES = /design/flow/design.v
export SDC_FILE = /design/flow/constraint.sdc
export NUM_CORES = 4
export LEC_CHECK = 1
export CORE_UTILIZATION = 50
File: constraint.sdc
current_design DSP

set clk_period 16.7
set clk_io_pct 0.2

create_clock -name clk0 -period $clk_period [get_ports {clk}]

set non_clock_inputs [all_inputs -no_clocks]
set_input_delay [expr $clk_period * $clk_io_pct] -clock clk0 $non_clock_inputs
set_output_delay [expr $clk_period * $clk_io_pct] -clock clk0 [all_outputs]
File: design.v
interface counter_interface (clk);
parameter WIDTH = 4;
input clk;
logic rst_n;
logic load_n;
logic up_down;
logic ce;
logic [WIDTH-1:0] data_load;
logic [WIDTH-1:0] count_out;
logic max_count;
logic zero;
modport dut (input clk,rst_n,load_n,up_down,ce,data_load ,output count_out,max_count,zero);
modport test (output rst_n,load_n,up_down,ce,data_load ,input count_out,max_count,zero,clk);
modport sva (input clk,rst_n,load_n,up_down,ce,data_load ,output count_out,max_count,zero);
endinterface
interface vending_machine_interface (clk);
	parameter WAIT = 2'b00;
	parameter Q_25 = 2'b01;
	parameter Q_50 = 2'b11;
	input clk;
        logic rstn, Q_in, D_in;
	logic dispense, change;
modport test (output rstn, Q_in, D_in,
              input clk,dispense, change);
modport dut (input clk,rstn, Q_in, D_in,
              output dispense, change);
modport monitor (input clk,rstn, Q_in, D_in,
               dispense, change);
endinterface
package shared_pck;
typedef enum  {SHIFT,ROTATE} mode_e;
typedef enum  {RIGHT,LEFT} direction_e;
endpackage
module DSP(A, B, C, D, clk, rst_n, P);
input  [17:0] A, B, D;
input  [47:0] C;
input clk, rst_n;
output reg  [47:0] P;
reg  [17:0] A_reg_stg1, A_reg_stg2, B_reg, D_reg;
reg  [18:0] adder_out_stg1, adder_out_stg2;
reg  [47:0] C_reg;
reg  [36:0] mult_out;
always @(posedge clk or negedge rst_n) begin
	if (!rst_n) begin
		 A_reg_stg1 <= 0;
		 A_reg_stg2 <= 0;
		 B_reg <= 0;
                 C_reg <= 0; 
		 D_reg <= 0;
		 adder_out_stg1 <= 0; 
                 adder_out_stg2 <= 0;
		 mult_out <= 0;
		 P <= 0;
	end
	else begin
		A_reg_stg1 <= A;
		A_reg_stg2 <= A_reg_stg1;
		B_reg <= B;
		C_reg <= C;
		D_reg <= D; 
                adder_out_stg1 <= D_reg + B_reg;
		adder_out_stg2 <= adder_out_stg1; 
                mult_out <= A_reg_stg2 * adder_out_stg2;
		P <= mult_out + C_reg;
		end
end
endmodule
==> changes_impl.md <==
## Implementation

* Outcome: finished clean
* Syn_area_per_cell at 10.41 um^2
* Total global routing overflow at 0
* Vias at 12,700
* Die H at 201.3 um
* Inst Count DP at 2,531
* Final clock skew at 0.01431 ns
* Worst endpoint required time at 17.11 ns
* Largest net degree at the start of global routing at ~80
* Fin. Hold Viols at 0
* Total Routed Length at 41.08 mm
* GRT Total Usage at between 20% and 30%
* # hold bufs at CTS at 0
* IO Pins at 152
* Init Core Util at 51.03%
* Worst Tran Pin Value at ~0.80 ns
* Largest cells by area after synthesis: dfrtp_1 (31%), fa_1 (28%), ha_1 (10%), inv_1 (6.5%), and2_1 (4.7%)
* Crit path cell chain: nand2_1, fa_1, fa_1, fa_1, fa_1, inv_1, fa_1, inv_1, fa_1, inv_1, ha_1, and3_1, and3_1, a21o_1, a2111oi_2, o21bai_1, a21oi_1, o21ai_1, a221oi_1, o21ai_0, xor2_1
* Initial DRT Pass Iterations at 4
* DIE AREA at about 41,000 um^2
* Critical path's largest stage delay at 0.77 ns
* Grt peak-use layer: met1
* Post-DP HPWL at between 30 and 40 mm
* Latency at later pin at 0.54 ns
* CTS Sinks at roughly 240
* Proportion of layout cells with a drive suffix above 1 at 3.154%
* Filler Cells Inserted at 3,206
* Yosys stat area at 19,860 um^2
* Period utilization at 42.12%
* CP endpoint kind: flop
* Post-Syn Area at 19,860 um^2
* Crit-path slowest cell: dfrtp_1
* Synth Register Bits at 243
* Post-CTS Setup Bufs at 0
* Buffers and inverters on the worst path at 3
* Final count of pins violating max slew at 0
* Die X at 201.3 um
* Yosys warnings at 1
* # DRC at 0
* Final setup viols at 0
* GP Congestion at 0.9047
* # port buffers at 151
* M2 GR Usage at 31.51%
* Area delta synth->final at 14.96%
* HP Class: reg -> reg
* RSZ-0062 raised after global routing: false
* Period minus WS final at 7.034 ns
* Via density at roughly 5
* Fmax at 142.2 MHz
* CTS tree: done
* Post-synth cell types at 49
* Setup TNS at 0 ns
* Row count at 72
* WP data arrival at 7.45 ns
* Initial antenna violation count at 0
* First-pass GRT wire length at about 69 mm
* MaxCap Viol Count at 0
* Post-synth EDFFs at 0
* Multi-input logic area at 12,270 um^2
* Number of gates resized after cts at 0
* Max clock buf depth at 3
* Slew HR at between 40% and 50%
* Avg WL per Cell at between 15 and 20 um
* GR Util met3 at 9.937%
* Post-Layout Cell Count at between 2,000 and 3,000
* Core Region at 38,920 um^2
* Setup crit start: adder_out_stg2[10]$_DFF_PN0_
* Ant. Diodes at 0
* Worst hold margin at 0.3410 ns
* Commonest Layout Cell: inv_1
* Worst setup margin at 9.666 ns
* Reg area at between 6000 and 7000 um^2
* Seq share, synth at 30.62%
* Vias in the first global route at 13,509
* Asr flop ratio synth at 100.0%
* Synthesized instance count at 1,908
* Critical path startpoint category: flop
* Synth area leader: dfrtp_1
* Clk slew on worst S/H paths at 0.06 ns
* ANT nets after route at 0
* CTS Buf Count at 26
* 1st-iter DRT viols at ~480
* Log Warnings at 25
* Critical path's top delay family: adder cells
* Worst-path fanout max at 18
* H-tree depth at 1
* Min-delay src: adder_out_stg1[7]$_DFF_PN0_
* Setup CP Type: reg -> reg
* Top cell area share at 30.62%
* Dominant flop cell: dfrtp_1
* Place WS at approximately 9.6 ns
* R2r startpoint: adder_out_stg2[10]$_DFF_PN0_
* Root buf cell: clkbuf_16
* CP most frequent cell: fa_1
* Met1 Use GR at 37.13%
* # Cells Yosys at 1,908
* Most frequent cells in the layout: inv_1 (342), fa_1 (274), nand2_1 (246)
[final cells by class]
cell class	instances	share of cell area, %
clock buffers	35	3.266
clock inverters	13	0.7892
inverters	342	5.623
multi-input cells	1263	53.75
flip-flops and latches	243	26.63
well taps	518	2.839
repair buffers	165	7.103
[per-stage QoR]
step	instance area (um^2)	utilization [%]
after floorplan	19860	-
after global placement	21900	56.29
after detailed placement	21900	56.29
after CTS	22830	58.66
after global routing	22830	58.66
final	22830	58.66
[cells by family (layout without fill, tap and decap cells)]
group                      count (synthesis)  count (layout)  synth area share, %
and+or+nand+nor                          498             498                12.01
AOI/OAI and AO/OA                        238             238                7.862
xor gates and xnor gates                  87              87                3.837
buffers and inverters                    402             555                7.598
adders and majority gates                440             440                38.08
DFF                                      243             243                30.62
[per-layer routing]
layer	wire length, um	up-vias
met5	38	-
met2	17190	398
li1	-	6180
met3	4330	59
met4	1129	2
met1	18400	6061
[cells in the mapped netlist, types with 2 or more instances]
library cell	n
a31oi_1	7
dfrtp_1	243
fa_1	274
a21oi_1	71
and4_1	2
a311oi_1	2
a221oi_1	4
or3_1	2
xor2_1	21
o21ai_0	36
a21boi_1	2
nor2_1	39
and2_1	149
o31a_1	5
a211oi_1	6
nand2b_1	7
a211o_1	2
o211ai_1	6
clkbuf_1	59
and3_1	14
o21a_1	9
o31ai_1	4
o21bai_1	12
xnor2_1	66
a221o_1	3
a21boi_0	3
ha_1	166
o2bb2ai_1	2
a2111oi_0	2
o21ai_1	3
a2111oi_2	2
nand2_1	246
nand3_1	15
nor2b_1	7
nor3_1	4
nand4_1	11
a21o_1	49
inv_1	342
[worst register-to-register path, stage by stage (launching register included)]
cell and delay [ns]:
dfrtp_1 0.77, nand2_1 0.17, fa_1 0.53, fa_1 0.59
fa_1 0.45, fa_1 0.55, inv_1 0.05, fa_1 0.47
inv_1 0.05, fa_1 0.47, inv_1 0.04, ha_1 0.33
and3_1 0.21, and3_1 0.20, a21o_1 0.18, a2111oi_2 0.39
o21bai_1 0.15, a21oi_1 0.34, o21ai_1 0.24, a221oi_1 0.41
o21ai_0 0.16, xor2_1 0.16
[worst paths after layout]
path                                               end  slack (ns)  cells past startpoint
hold reg to reg            adder_out_stg2[7]$_DFF_PN0_        0.34                      0
setup / recovery                mult_out[32]$_DFF_PN0_        9.67                     21
max in group asynchronous          B_reg[11]$_DFF_PN0_       12.78                      2
setup reg to reg                mult_out[32]$_DFF_PN0_        9.67                     21
hold / removal             adder_out_stg2[7]$_DFF_PN0_        0.34                      0
min in group asynchronous          C_reg[42]$_DFF_PN0_        2.80                      1

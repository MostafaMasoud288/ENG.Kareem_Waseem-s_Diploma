`design/flow/run.sh`:
```
#!/bin/bash
# OpenROAD 26Q1-2900-gdf79404cd8, Yosys 0.63+post, stock flow scripts
make -C /OpenROAD-flow-scripts/flow DESIGN_CONFIG=/design/flow/config.mk WORK_HOME=/design/flow/orfs finish
```
`design/flow/config.mk`:
```
export PLATFORM = sky130hd
export DESIGN_NAME = ALSU
export DESIGN_NICKNAME = ALSU
export VERILOG_FILES = /design/flow/design.v
export SDC_FILE = /design/flow/constraint.sdc
export NUM_CORES = 4
export LEC_CHECK = 1
export CORE_UTILIZATION = 50
```
`design/flow/constraint.sdc`:
```
current_design ALSU

set clk_period 2.6
set clk_io_pct 0.2

create_clock -name clk0 -period $clk_period [get_ports {clk}]

set non_clock_inputs [all_inputs -no_clocks]
set_input_delay [expr $clk_period * $clk_io_pct] -clock clk0 $non_clock_inputs
set_output_delay [expr $clk_period * $clk_io_pct] -clock clk0 [all_outputs]
```
`design/flow/design.v`:
```
interface counter_interface (clk);
parameter WIDTH = 4;
input clk;
logic rst_n;
logic load_n;
logic up_down;
logic ce;
logic [WIDTH-1:0] data_load;
logic [WIDTH-1:0] count_out;
logic max_count;
logic zero;
modport dut (input clk,rst_n,load_n,up_down,ce,data_load ,output count_out,max_count,zero);
modport test (output rst_n,load_n,up_down,ce,data_load ,input count_out,max_count,zero,clk);
modport sva (input clk,rst_n,load_n,up_down,ce,data_load ,output count_out,max_count,zero);
endinterface
interface vending_machine_interface (clk);
	parameter WAIT = 2'b00;
	parameter Q_25 = 2'b01;
	parameter Q_50 = 2'b11;
	input clk;
        logic rstn, Q_in, D_in;
	logic dispense, change;
modport test (output rstn, Q_in, D_in,
              input clk,dispense, change);
modport dut (input clk,rstn, Q_in, D_in,
              output dispense, change);
modport monitor (input clk,rstn, Q_in, D_in,
               dispense, change);
endinterface
package shared_pck;
typedef enum  {SHIFT,ROTATE} mode_e;
typedef enum  {RIGHT,LEFT} direction_e;
endpackage
module ALSU(A, B, cin, serial_in, red_op_A, red_op_B, opcode, bypass_A, bypass_B, clk, rst, direction, leds, out);
parameter INPUT_PRIORITY = "A";
parameter FULL_ADDER = "ON";
input clk, rst, cin, red_op_A, red_op_B, bypass_A, bypass_B, direction, serial_in;
input [2:0] opcode;
input signed [2:0] A, B;
output reg [15:0] leds;
output reg signed [5:0] out;
reg cin_reg, red_op_A_reg, red_op_B_reg, bypass_A_reg, bypass_B_reg, direction_reg, serial_in_reg;
reg signed [2:0] A_reg, B_reg;
reg [2:0] opcode_reg;
wire invalid_red_op, invalid_opcode, invalid;
assign invalid_red_op = (red_op_A_reg || red_op_B_reg) && (opcode_reg!=0 && opcode_reg!=1); 
assign invalid_opcode = (opcode_reg==6 || opcode_reg==7); 
assign invalid = invalid_red_op || invalid_opcode;
always @(posedge clk or posedge rst) begin
  if(rst) begin
     cin_reg <= 0;
     red_op_B_reg <= 0;
     red_op_A_reg <= 0;
     bypass_B_reg <= 0;
     bypass_A_reg <= 0;
     direction_reg <= 0;
     serial_in_reg <= 0;
     opcode_reg <= 0;
     A_reg <= 0;
     B_reg <= 0;
  end else begin
     cin_reg <= cin;
     red_op_B_reg <= red_op_B;
     red_op_A_reg <= red_op_A;
     bypass_B_reg <= bypass_B;
     bypass_A_reg <= bypass_A;
     direction_reg <= direction;
     serial_in_reg <= serial_in;
     opcode_reg <= opcode;
     A_reg <= A;
     B_reg <= B;
  end
end
always @(posedge clk or posedge rst) begin
  if(rst) begin
     leds <= 0;
  end else begin
      if (invalid)
        leds <= ~leds;
      else
        leds <= 0;
  end
end
always @(posedge clk or posedge rst) begin
  if(rst) begin
    out <= 0;
  end
  else begin
    if (invalid) 
        out <= 0;
    else if (bypass_A_reg && bypass_B_reg)
      out <= (INPUT_PRIORITY == "A")? A_reg: B_reg;
    else if (bypass_A_reg )
      out <= A_reg;
    else if (bypass_B_reg )
      out <= B_reg;
    else begin
        case (opcode_reg)
          3'h0: begin  
            if (red_op_A_reg && red_op_B_reg)
              out = (INPUT_PRIORITY == "A")? |A_reg: |B_reg;
            else if (red_op_A_reg ) 
              out <= |A_reg;
            else if (red_op_B_reg )
              out <= |B_reg;
            else 
              out <= A_reg | B_reg;
          end
          3'h1: begin  
            if (red_op_A_reg && red_op_B_reg)
              out <= (INPUT_PRIORITY == "A")? ^A_reg: ^B_reg;
            else if (red_op_A_reg ) 
              out <= ^A_reg;
            else if (red_op_B_reg )
              out <= ^B_reg;
            else 
              out <= A_reg ^ B_reg;
          end
          3'h2:begin  
              if( FULL_ADDER == "ON")
                 out <= A_reg + B_reg + cin_reg;
              else
                 out <= A_reg + B_reg;
          end
          3'h3: out <= A_reg * B_reg;
          3'h4: begin
            if (direction_reg)
              out <= {out[4:0], serial_in_reg};
            else
              out <= {serial_in_reg, out[5:1]};
          end
          3'h5: begin
            if (direction_reg)
              out <= {out[4:0], out[5]};
            else
              out <= {out[0], out[5:1]};
          end
          default:out<=0;
        endcase
    end 
  end
end
endmodule
```
==> results_dict.tcl <==
# collected from the flow reports
set metrics [dict create \
    status "finished, violations left" \
    violations "setup timing" \
    layout.cells.most_common_list "clkdlybuf4s50_1 (39), dfrtp_1 (36), nor2_1 (22)" \
    largest_reg_flops 16 \
    numSynthFlops 38 \
    drtIter0Drc 80 \
    ys_warn_count 1 \
    grt_first_pass_wirelength_um 6490 \
    worstPathArrival_ns 2.89 \
    setup_viol 2 \
    yosys_cells 173 \
    finalSetupTns_ns -0.147 \
    top_cell_area_share_pct 48.5 \
    totalPowerFinal_uw 1400 \
    async_flop_share_pct 100 \
    drc 0 \
    fin_crit_sh_pct 103 \
    yosys.area.top_type "dfrtp_1" \
    coreArea_um2 3720 \
    setup_ws_ns -0.0738 \
    grt_max_degree 39 \
    gp_congestion 0.931 \
    endpoint_kind "flop" \
    ys_seq_share_pct 48.5 \
    wl_met1_um 1790 \
    max_cap_violations 0 \
    area_delta_synth_final_pct 35.7 \
    p_sw_uw 356 \
    first_pass_iters 5 \
    flop_cell "dfrtp_1" \
    seqPwrFrac_pct 48.8 \
    drt_wl_total_um 3770 \
    reg2reg_slack_ns -0.07 \
    fillers 249 \
    cts-root-buf "clkbuf_8" \
    crit_end "out[4]" \
    final_max_slew_viol_count 0 \
    p_clk_share_pct 29.1 \
    clk_pin_slew_worst_paths_ns 0.08 \
    cp_max_fo 3 \
    rsz0062_at_grt "true" \
    crit_start "A_reg[1]" \
    internal-power_uw 1050 \
    cts_buffers 5 \
    grt_use_total_pct 21.0 \
    io_pins 40 \
    routedWlPerCell_um 13.4 \
    initial_core_util_pct 52.8 \
    yosysUniqueCellTypes 43 \
    combPwrFrac_pct 22.1 \
    htree_levels 2 \
    synthTopCellsByArea "dfrtp_1 (48%), ha_1 (8.9%), fa_1 (6.1%), nor2_1 (4.2%), inv_1 (3.3%)" \
    cts.sinks 38 \
    ant_nets 0 \
    reg2reg_from "A_reg[1]" \
    antenna_found_initial 0 \
    edf_count 0 \
    cp-start-kind "flop" \
    crit_required_ns 2.82 \
    holdBufCountCts 0 \
    regMostFlops "leds" \
    wl_met3_um 177 \
    final_common_cell "clkdlybuf4s50_1" \
    fin_hold_ws_ns 0.423 \
    irDropWorstVdd_mv 0.389 \
    swShare_pct 25.3 \
    syn-cell-area_um2 1960 \
    worstSkewPairLatency_ns 0.29 \
    reg.largest.list "leds: 16 flops, out: 6 flops" \
    min_path_type "flop to flop" \
    die_area_um2 4180 \
    fp.dieW_um 64.6 \
    slew-limit-headroom_pct 61.8 \
    grt.overflow.total 0 \
    wl_met2_um 1750 \
    leakagePower_uw 0.00122 \
    ff2ff_path_depth 10 \
    max_freq_ghz 0.374 \
    cts_tree "done" \
    row_count 22 \
    warnings 33 \
    vias_per_cell 5.21 \
    top_layer "met4" \
    syn_avg_cell_area_um2 11.3 \
    ys_chip_area_um2 1960 \
    drive_above_1_share_pct 22.3 \
    post-route-min-period_ns 2.67 \
    io_buffers 39 \
    final_core_util_pct 71.6 \
    cts_max_path_buffers 2 \
    die_height_um 64.6 \
    powerDensity_nw_per_um2 527 \
    hold_viol_final 0 \
    worst_pin_slew_ns 0.573 \
    dpl.hpwl_um 2860 \
    crit_type "flop to flop" \
    antennaDiodeCount 0 \
    clock_skew_ns 0.00998 \
    vias 1463 \
    grt_pass1_vias 1464 \
    syn_inst 173 \
    regToRegEndpoint "out[4]" \
]
[worst max-delay path, stage by stage, from the launching register on]
cell      delay, ns
dfrtp_1        0.40
ha_2           0.21
inv_2          0.04
fa_1           0.49
fa_2           0.20
inv_2          0.05
ha_4           0.15
fa_2           0.52
a32oi_1        0.10
a211o_1        0.32
a21boi_1       0.13
[cells by family after synthesis]
group | Yosys count | share of synthesized area [%]
XOR/XNOR | 5 | 2.93
AND/OR/NAND/NOR | 48 | 12.1
AND-OR/OR-AND | 30 | 11.3
adder cells (fa/ha/maj) | 21 | 15.6
buffers and inverters | 23 | 5.29
flip-flops | 38 | 48.5
multiplexers | 8 | 4.40
[final cells by class]
| type | instances | area [um2] | area share (%) |
|---|---|---|---|
| clock inverter | 2 | 12.5 | 0.470 |
| tap | 48 | 60.1 | 2.26 |
| timing repair buffer | 58 | 533 | 20.0 |
| clock buffer | 6 | 82.6 | 3.10 |
| sequential | 38 | 953 | 35.8 |
| inverter | 17 | 63.8 | 2.40 |
| multi-input combinational | 112 | 957 | 35.9 |
[routing by layer]
metal / track usage (%) / vias up
met5: 0 / -
met4: 2.78 / 0
met3: 3.75 / 8
met2: 33.9 / 45
met1: 32.4 / 710
li1: - / 700
[repair_timing]
item | in CTS | in global routing
setup buffers | 0 | 2
gates cloned | 0 | 0
setup endpoints to repair | 2 | 2
pin swaps | 4 | 9
gates resized | 2 | 8
[how the worst min path moves through the flow]
stage | end | slack [ns] | cells past startpoint | startpoint
6_report | leds[1] | 0.42 | 1 | leds[1]
5_1_grt | leds[6] | 0.44 | 1 | leds[6]
4_1_cts | leds[1] | 0.43 | 1 | leds[1]
[cell usage after synthesis, types with 2 or more instances]
master	count
ha_1	14
mux2i_1	3
xor2_1	3
mux2_2	5
buf_2	2
a32oi_1	2
a21oi_1	4
o211ai_1	3
nand2b_1	4
dfrtp_1	38
nor2_1	22
nand2_1	11
fa_1	6
nor2b_1	3
inv_1	17
a31oi_1	4
buf_4	2
o21ai_0	4
o311a_1	2
[power groups by stage]
stage	Combinational [uW]	Sequential, uW	Clock, uW
CTS	298	685	421
finish	310	685	408
global route	348	692	446
[per-stage QoR]
stage / cells / cell area (um2) / setup WS [ns]
2_1_floorplan: 173 / 1990 / -0.0479
3_3_place_gp: 271 / 2520 / -0.0418
3_5_place_dp: 271 / 2520 / -0.132
4_1_cts: 279 / 2620 / -0.113
5_1_grt: 281 / 2660 / -0.172
6_report: 281 / 2660 / -0.0738

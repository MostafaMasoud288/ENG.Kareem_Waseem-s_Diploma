==> design/flow/design.v <==
interface counter_interface (clk);
parameter WIDTH = 4;
input clk;
logic rst_n;
logic load_n;
logic up_down;
logic ce;
logic [WIDTH-1:0] data_load;
logic [WIDTH-1:0] count_out;
logic max_count;
logic zero;
modport dut (input clk,rst_n,load_n,up_down,ce,data_load ,output count_out,max_count,zero);
modport test (output rst_n,load_n,up_down,ce,data_load ,input count_out,max_count,zero,clk);
modport sva (input clk,rst_n,load_n,up_down,ce,data_load ,output count_out,max_count,zero);
endinterface
interface vending_machine_interface (clk);
	parameter WAIT = 2'b00;
	parameter Q_25 = 2'b01;
	parameter Q_50 = 2'b11;
	input clk;
        logic rstn, Q_in, D_in;
	logic dispense, change;
modport test (output rstn, Q_in, D_in,
              input clk,dispense, change);
modport dut (input clk,rstn, Q_in, D_in,
              output dispense, change);
modport monitor (input clk,rstn, Q_in, D_in,
               dispense, change);
endinterface
package shared_pck;
typedef enum  {SHIFT,ROTATE} mode_e;
typedef enum  {RIGHT,LEFT} direction_e;
endpackage
module FSM_010(clk, rst, x, y, users_count);
	parameter IDLE  = 2'b00;
	parameter ZERO  = 2'b01;
	parameter ONE   = 2'b10;
	parameter STORE = 2'b11; 
	input clk, rst, x;
	output y;
	output reg [9:0] users_count;
	reg [1:0] cs, ns;
	always @(*) begin
		case (cs)
			IDLE:begin 
				if (x)
					ns = IDLE;
				else 
					ns = ZERO;end
			ZERO:begin
				if (x)
					ns = ONE;
				else 
					ns = ZERO;end
			ONE: begin
				if (x)
					ns = IDLE;
				else 
					ns = STORE;end
			STORE: begin
				if (x)
					ns = IDLE;
				else 
					ns = ZERO;end
			default: 	ns = IDLE;
		endcase
	end
	always @(posedge clk or posedge rst) begin
		if(rst) begin
			cs <= IDLE;
		end
		else begin
			cs <= ns;
		end
	end
	always @(posedge clk or posedge rst) begin
		if(rst) begin
			users_count <= 0;
		end
		else begin
			if (cs == STORE)
				users_count <= users_count + 1;
		end
	end
	assign y = (cs == STORE)? 1:0;
endmodule
==> design/flow/run.sh <==
#!/bin/bash
# OpenROAD 26Q1-2900-gdf79404cd8, Yosys 0.63+post, stock flow scripts
make -C /OpenROAD-flow-scripts/flow DESIGN_CONFIG=/design/flow/config.mk WORK_HOME=/design/flow/orfs finish
==> design/flow/config.mk <==
export PLATFORM = sky130hd
export DESIGN_NAME = FSM_010
export DESIGN_NICKNAME = FSM_010
export VERILOG_FILES = /design/flow/design.v
export SDC_FILE = /design/flow/constraint.sdc
export NUM_CORES = 4
export LEC_CHECK = 1
export CORE_AREA = 10 10 75 75
export DIE_AREA = 0 0 85 85
==> design/flow/constraint.sdc <==
current_design FSM_010

set clk_period 1.7
set clk_io_pct 0.2

create_clock -name clk0 -period $clk_period [get_ports {clk}]

set non_clock_inputs [all_inputs -no_clocks]
set_input_delay [expr $clk_period * $clk_io_pct] -clock clk0 $non_clock_inputs
set_output_delay [expr $clk_period * $clk_io_pct] -clock clk0 [all_outputs]
==> results.py <==
# Synthesis and PnR figures
metrics = {
    "critical_path": {
        "critical_path_class": "flip-flop to output port",
        "reg2reg_from": "cs[3]$_DFF_PP0_",
        "end_kind": "output port",
        "cp_slowest_stage_delay_ns": 0.52,
        "r2r_slack_ns": 0.51,
        "crit_chain": "clkdlybuf4s50_1",
        "ff2ff_path_depth": 3,
        "crit_slowest_cell": "clkdlybuf4s50_1",
        "startpoint": "cs[3]$_DFF_PP0_",
        "start_kind": "flip-flop",
        "crit_family": "buffers and inverters",
        "crit_fanout": 8,
        "path_depth": 1,
        "crit_buf_inv": 1,
        "cp-endpoint": "y",
        "r2r_end": "users_count[8]$_DFFE_PP0P_",
        "cp.arrival_ns": 1.23,
        "worstPathRequired_ns": 1.36,
    },
    "drt": {
        "wl_um": 1180,
        "ant_nets": 0,
        "wl_per_cell_um": 10.7,
        "route.detailed.drc": 0,
        "vias": 387,
        "drt_iter0_drc": 23,
        "num_antenna_cells": 0,
        "vias_per_cell": 3.52,
        "drt-pass1-iter-count": 4,
    },
    "synth": {
        "flop_cell": "dfrtp_1",
        "top_cell_area_share": 0.565,
        "edf_count": 0,
        "yosys_warnings": 1,
        "netlist_area_um2": 576,
        "syn_inst": 45,
        "synth.largest_area_cell": "dfrtp_1",
        "synth_cell_types": 19,
        "ys_async_sr_fraction": 1.00,
        "yosys_cells": 45,
        "avgSynthCellArea_um2": 12.8,
        "synth_seq_share": 0.611,
        "topCellsByArea": "dfrtp_1 57%, xnor2_1 11%, dfstp_2 4.6%, and3_1 3.3%, xor2_1 3.0%",
        "ys_chip_area_um2": 576,
        "ys_ff": 14,
        "most_common_cell": "dfrtp_1",
        "common_cells": "13 x dfrtp_1, 7 x xnor2_1, 3 x and3_1, 3 x nand3_1",
    },
    "global_routing": {
        "gr-total-overflow": 0,
        "grt_max_degree": 15,
        "antenna_found_initial": 0,
        "grt_pass1_wl_um": 1930,
        "track_usage": 0.0327,
        "grt_pass1_vias": 403,
    },
    "clocking": {
        "clock_latency_ns": 0.24,
        "cts.sinks": 14,
        "cts.clk_slew.worst_paths_ns": 0.05,
        "cts-root-buf": "clkbuf_8",
        "cts_resized": 0,
        "postCtsHoldBufs": 0,
        "clk_path_buf_depth": 2,
        "cts_tree": "built",
        "numCtsBuffers": 3,
        "htreeDepth": 1,
        "post-cts-setup-buffers": 0,
    },
    "final_timing": {
        "period_minus_slack_ns": 1.57,
        "fin_hold_ws_ns": 0.435,
        "rsz0062_at_grt": "false",
        "fin_skew_ns": 0.00397,
        "setup_tns_ns": 0,
        "setup_violations": 0,
        "max_slew_margin": 0.657,
        "hold_violations": 0,
        "fin_crit_sh": 0.925,
        "final_max_slew_viol_count": 0,
        "tightest_slew_ns": 0.514,
        "fmax_mhz": 636,
    },
    "die": {
        "num_io_pins": 14,
        "chipArea_um2": 7230,
        "die_w_um": 85,
        "rows": 23,
        "placeableCoreArea_um2": 4060,
        "dieHeight_um": 85,
        "fp-utilization": 0.142,
    },
    "finish": {
        "area_growth_pct": 39.8,
        "final.fill_count": 421,
        "layout-drive-gt1-share": 0.0833,
    },
    "power": {
        "leakage_nw": 0.352,
        "ir_worst_vdd_uv": 373,
        "power_density_nw_per_um2": 1050,
    },
    "job": {
        "cap_violations": 0,
        "warning_count": 25,
    },
    "place": {
        "port_buffers": 13,
        "place_congestion": 0.765,
        "hpwlAfterDp_um": 917,
    },
    "hold_path": {
        "min_path_type": "input pin to asynchronous set/reset pin",
    },
    "run_status": {
        "status": "finished clean",
    },
}
[cells by family (layout without fill, tap and decap cells)]
group | after synthesis | after routing | share of synthesized area
buffers and inverters | 3 | 18 | 0.0391
multiplexers | 1 | 1 | 0.0196
XOR/XNOR | 9 | 9 | 0.137
AND/OR/NAND/NOR | 16 | 16 | 0.157
AND-OR/OR-AND | 1 | 1 | 0.0152
flip-flops | 14 | 14 | 0.611
adder cells (fa/ha/maj) | 1 | 1 | 0.0217
[area by class of cell]
cell class              instances  area (um2)  area share
flip-flops and latches         14         352       0.437
well taps                      50        62.6      0.0778
clock buffers                   4        55.1      0.0684
multi-input cells              28         201       0.250
inverters                       1        3.75     0.00467
repair buffers                 13         130       0.162
[registers in the layout, indices dropped and copies added, names as in the netlist]
name	flops
cs	4
users_count	10
[power by group]
part	switching, W	internal, W	leakage (nW)	total [W]
sequential	0.0000386	0.000371	0.188	0.000409
combinational	0.0000431	0.0000808	0.135	0.000124
clock	0.000106	0.000205	0.0288	0.000311
total	0.000188	0.000656	0.352	0.000844
[worst min-delay path by stage]
stage	to	slack, ns	cells past startpoint	from
5_1_grt	users_count[9]$_DFFE_PP0P_	0.48	2	rst
6_report	users_count[9]$_DFFE_PP0P_	0.44	2	rst
4_1_cts	users_count[9]$_DFFE_PP0P_	0.45	2	rst
[through the flow]
step | setup WS (ns) | util | instance area (um2) | power [W] | cells
final | 0.127 | 0.198 | 805 | 0.000844 | 110
after global routing | 0.0379 | 0.198 | 805 | 0.000908 | 110
after global placement | 0.383 | 0.185 | 749 | 0.000546 | 106
after floorplan | 0.545 | - | 576 | 0.000455 | 45
after CTS | 0.0983 | 0.198 | 805 | 0.000862 | 110
after detailed placement | 0.368 | 0.185 | 749 | 0.000544 | 106
[metal layers]
| metal | GRT usage | part of all wire |
|---|---|---|
| met3 | 0.0289 | 0.15 |
| met1 | 0.0405 | 0.43 |
| met5 | 0 | 0 |
| met4 | 0.00299 | 0 |
| met2 | 0.0429 | 0.41 |
[layout by cell type, fill, tap and decap left out, drive strengths merged, types with 2 or more instances in the layout]
cell,synthesis,layout
xor2,2,2
nand3,3,3
and2,2,2
dfrtp,13,13
xnor2,7,7
and3,3,3
nand2,2,2
clkdlybuf4s50,0,13
clkbuf,0,4
nand4,2,2
Power is estimated from default activity; no workload was simulated.
